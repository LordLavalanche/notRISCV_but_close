$ cat flow/config.mk
export PLATFORM = sky130hd
export DESIGN_NAME = dpath
export DESIGN_NICKNAME = dpath
export VERILOG_FILES = /design/flow/design.v
export SDC_FILE = /design/flow/constraint.sdc
export NUM_CORES = 4
export LEC_CHECK = 1
export CORE_UTILIZATION = 40
export SYNTH_HDL_FRONTEND = slang
export SYNTH_MEMORY_MAX_BITS = 65536
$ cat flow/constraint.sdc
current_design dpath

set clk_period 193.3
set clk_io_pct 0.2

create_clock -name clk0 -period $clk_period [get_ports {clk}]

set non_clock_inputs [all_inputs -no_clocks]
set_input_delay [expr $clk_period * $clk_io_pct] -clock clk0 $non_clock_inputs
set_output_delay [expr $clk_period * $clk_io_pct] -clock clk0 [all_outputs]
$ cat flow/design.v
`timescale 1ns / 1ps
module DRAM (
    input clk,
    input rst,
    input memwrite,
    input [31:0] address,
    input [31:0] write_data,
    output [31:0] read_data
);
    reg [31:0] memory [0:255];
    integer i;
    initial begin
        $readmemh("/home/bhuvaneshganta/Desktop/DRAM.mem", memory);
    end
    always @(posedge clk or posedge rst) begin
        if (rst) begin
        end
        else if (memwrite) begin
            memory[address] <= write_data;
        end
    end
    assign read_data = memory[address];  
endmodule
module dpath(
    input clk,
    input rst,
    output [31:0] ins
);
    wire [31:0] pc_out;
    wire [31:0] instruction, imm_out, read_data1, read_data2, alu_result;
    wire [31:0] read_data, reg_write_data;
    wire [3:0] alucon;
    wire alusrc, regwrite, signext, memwrite, resultSRC;
    wire [1:0] immsel;
    wire [4:0] rs1, rs2, rd;
    wire [31:0] alu_b_input;
    wire PCsel;
    wire branch_en; 
    assign rs1 = instruction[19:15];
    assign rs2 = instruction[24:20];
    assign rd  = instruction[11:7];
    assign branch_en = PCsel & alu_result ;
    PC pc_inst (
        .clk(clk),
        .rst(rst),
        .PCsel(branch_en),       
        .imm_in(imm_out),
        .pc(pc_out)
    );
    DRAM dram_inst (
        .clk(clk),
        .rst(rst),
        .memwrite(memwrite),
        .address(alu_result),
        .write_data(read_data2),
        .read_data(read_data)
    );
    IMEM imem_inst (
        .address(pc_out),
        .clk(clk),
        .win(32'b0),
        .rst(rst),
        .ins(instruction)
    );
    assign ins = instruction;
    registerfile rf_inst (
        .clk(clk),
        .rst(rst),
        .regwrite(regwrite),
        .read_addr1(rs1),
        .read_addr2(rs2),
        .write_addr(rd),
        .write_data(reg_write_data),
        .read_data1(read_data1),
        .read_data2(read_data2)
    );
    signextend se_inst (
        .instruction(instruction),
        .signext(signext),
        .immsel(immsel),
        .imm_out(imm_out)
    );
    assign alu_b_input = alusrc ? imm_out : read_data2;
    ALU alu_inst (
        .a(read_data1),
        .b(alu_b_input),
        .alucon(alucon),
        .result(alu_result)           
    );
    assign reg_write_data = resultSRC ? read_data : alu_result;
    decoder decoder_inst (
        .instruction(instruction),
        .PCsel(PCsel),
        .immsel(immsel),
        .regwrite(regwrite),
        .memwrite(memwrite),
        .alucon(alucon),
        .alusrc(alusrc),
        .resultSRC(resultSRC),
        .signext(signext)
    );
endmodule
module PC(
    input clk,
    input rst,
    input PCsel,
    input [31:0] imm_in,        
    output reg [31:0] pc
);
    always @(posedge clk or posedge rst) begin
        if (rst)
            pc <= 32'b0;
    else if (PCsel==1)
        pc <= pc + imm_in;
    else if (PCsel==0)
        pc <= pc+4;
    end
endmodule
module IMEM(
    input [31:0] address,
    input clk,
    input [31:0] win,
    input rst,
    output wire [31:0] ins
);
    reg [31:0] mem[1000:0];
    integer i;
initial begin
mem[0]  <= 32'b000000000000_00000_000_00101_0010011;  
mem[1]  <= 32'b000000010100_00000_000_00111_0010011;  
mem[2]  <= 32'b0000000_00101_00111_100_01000_1100011;  
mem[3]  <= 32'b0_11111111_0_0000000000_00000_1101111;  
mem[4]  <= 32'b0100000_00101_00111_000_11110_0110011;  
mem[5]  <= 32'b000000000001_00000_000_11101_0010011;  
mem[6]  <= 32'b0100000_11101_11110_000_11110_0110011;  
mem[7]  <= 32'b000000000000_00000_000_00110_0010011;  
mem[8]  <= 32'b0000000_00110_11110_100_01000_1100011;  
mem[9]  <= 32'b0_00000100_1_0000000000_00000_1101111;  
mem[10] <= 32'b000000000001_00110_000_01000_0010011;  
mem[11] <= 32'b000000000000_00110_010_01001_0000011;  
mem[12] <= 32'b000000000000_01000_010_11111_0000011;  
mem[13] <= 32'b0000000_11111_01001_100_01100_1100011;  
mem[14] <= 32'b0000000_01001_01000_010_00000_0100011;  
mem[15] <= 32'b0000000_11111_00110_010_00000_0100011;  
mem[16] <= 32'b000000000001_00110_000_00110_0010011;  
mem[17] <= 32'b1_00000100_1_0000000000_00000_1101111;  
mem[18] <= 32'b000000000001_00101_000_00101_0010011;  
mem[19] <= 32'b000000000000_10001_000_00110_0010011;  
mem[20] <= 32'b1_00001001_0_0000000000_00000_1101111;  
mem[21] <= 32'b000000000000_00000_000_00000_0010011;  
   end
    assign ins=mem[address>>2];
endmodule
module registerfile(
    input wire clk,
    input wire rst,
    input wire regwrite,
    input wire [4:0] read_addr1,
    input wire [4:0] read_addr2,
    input wire [4:0] write_addr,
    input wire [31:0] write_data,
    output wire [31:0] read_data1,
    output wire [31:0] read_data2
);
    reg [31:0] registers[31:0];
    integer i;
    assign read_data1 = (read_addr1 != 0) ? registers[read_addr1] : 32'b0;
    assign read_data2 = (read_addr2 != 0) ? registers[read_addr2] : 32'b0;
    always @(posedge clk or posedge rst) begin
        if (rst) begin
            for (i = 0; i < 32; i = i + 1)
                registers[i] <= 32'b0;
            registers[5'b00001] <= 2;   
            registers[5'b00010] <= 5;   
            registers[5'b00011] <= 9;   
            registers[5'b00100] <= 7;   
        end else if (regwrite) begin
            registers[write_addr] <= write_data;
        end
    end
endmodule
module signextend(
    input [31:0] instruction,
    input signext,
    input [1:0] immsel,
    output wire signed [31:0] imm_out
);
    assign imm_out = (signext) ? 
                     (immsel == 2'b01) ? {{20{instruction[31]}}, instruction[7], instruction[30:25], instruction[11:8],1'b0} :  
                     (immsel == 2'b10) ? (instruction[31]?-{ 12'b0, instruction[19:12], instruction[20], instruction[30:21], 1'b0}:{ 12'b0, instruction[19:12],instruction[20],instruction[30:21],1'b0} ):
                     (immsel==2'b11)? {{20{instruction[31]}}, instruction[31:25], instruction[11:7]}:
                     (immsel == 2'b00) ? {{20{instruction[31]}}, instruction[31:20]} :  
                     32'b1 : 
                     32'b0;
endmodule
module ALU(
    input [31:0] a,
    input [31:0] b,
    input [3:0] alucon,
    output reg [31:0] result
);
    always @(*) begin
        result = 32'b0;
        case (alucon)
            4'b0010: result = a + b;                     
            4'b1010: result = a - b;                     
            4'b0110: result = (a == b);                  
            4'b0001: result = a & b;                     
            4'b1000: result = a * b;                     
            4'b1010: result = a >> b;                    
            4'b1110: result = (a != b);                  
            4'b0111: result = a + b;                     
            4'b0101: result = a + b;                     
            4'b1111: result = ($signed(a) > $signed(b));   
            4'b1100: result = ($signed(a) <= $signed(b));  
            4'b1001: result = 32'b1;                     
            default: begin
                result = 32'b0;
            end
        endcase
    end
endmodule
module decoder(
    input [31:0] instruction,
    output wire PCsel,
    output wire [1:0] immsel,
    output wire regwrite,
    output wire memwrite,
    output wire [3:0] alucon,
    output wire alusrc,
    output wire resultSRC,
    output wire signext
);
    assign PCsel = (instruction[6:0] == 7'b1101111) ||  
                   (instruction[6:0] == 7'b1100011);    
    assign immsel = (instruction[6:0] == 7'b1101111) ? 2'b10 :  
                    (instruction[6:0] == 7'b1100011) ? 2'b01 :  
                    (instruction[6:0] == 7'b0000011) ? 2'b00 :  
                    (instruction[6:0] == 7'b0100011) ? 2'b11:   
                    (instruction[6:0] == 7'b0010011) ? 2'b00 :  
                    3'b111;
    assign regwrite = (instruction[6:0] == 7'b0010011) ||  
                      (instruction[6:0] == 7'b0110011) ||  
                      (instruction[6:0] == 7'b0000011);    
    assign memwrite = (instruction[6:0] == 7'b0100011);  
    assign alusrc = (instruction[6:0] == 7'b0010011) ||  
                    (instruction[6:0] == 7'b0000011) ||  
                    (instruction[6:0] == 7'b0100011);    
    assign resultSRC = (instruction[6:0] == 7'b0000011)||(instruction[6:0] == 7'b0100011); 
    assign signext = (instruction[6:0] == 7'b1101111) ||  
                     (instruction[6:0] == 7'b1100011) ||  
                     (instruction[6:0] == 7'b0010011) ||  
                     (instruction[6:0] == 7'b0000011) ||  
                     (instruction[6:0] == 7'b0100011);    
    assign alucon = (instruction[6:0] == 7'b1100011 && instruction[14:12] == 3'b100) ? 4'b1111 :  
                    (instruction[6:0] == 7'b1100011 && instruction[14:12] == 3'b101) ? 4'b1100 :  
                    (instruction[6:0] == 7'b1100011 && instruction[14:12] == 3'b000) ? 4'b0110 :  
                    (instruction[6:0] == 7'b1100011 && instruction[14:12] == 3'b001) ? 4'b1110 :  
                    (instruction[6:0] == 7'b0010011 && instruction[14:12] == 3'b000) ? 4'b0010 :  
                    (instruction[6:0] == 7'b0010011 && instruction[14:12] == 3'b100) ? 4'b0001 :  
                    (instruction[6:0] == 7'b0110011 && {instruction[30], instruction[14:12]} == 4'b0000) ? 4'b0010 :  
                    (instruction[6:0] == 7'b0110011 && {instruction[30], instruction[14:12]} == 4'b1000) ? 4'b1010 :  
                    (instruction[6:0] == 7'b0110011 && {instruction[30], instruction[14:12]} == 4'b0100) ? 4'b0001 :  
                    (instruction[6:0] == 7'b1101111 ) ? 4'b1001 :  
                    (instruction[6:0] == 7'b0000011 ) ? 4'b0111:    
                    (instruction[6:0] == 7'b0100011)?   4'b0101 :  
                    4'b0000;  
endmodule
$ cat flow/run.sh
#!/bin/bash
# OpenROAD 26Q1-2900-gdf79404cd8, Yosys 0.63+post, stock flow scripts
make -C /OpenROAD-flow-scripts/flow DESIGN_CONFIG=/design/flow/config.mk WORK_HOME=/design/flow/orfs finish
==> metrics.cfg <==
[cts]
clkLatencyLatePin_ns = 1.24
cts_tree = yes
cts_resized = 0
clk_pin_slew_worst_paths_ns = 0.06
clock_path_buffers = 5
post_cts_buffers = 0
cts_root_buffer = clkbuf_16
cts-buffers-inserted = 945
htreeDepth = 6
hold_buffers = 0
cts.sinks = 9194

[setup_path]
required_ns = 154.64
crit_chain = buf_4 > inv_1 > nor2_1 > a21oi_1 > o311ai_0 > o21a_4 > clkinv_2 > clkdlybuf4s50_1
slowest_delay_ns = 0.59
critPathKind = register to output port
critPathArrivalTime_ns = 4.49
endpoint_kind = output port
cp_max_fo = 28
start_kind = register
startpoint = pc_inst.pc[5]
critical-path-slowest-cell = clkinv_2
r2r-start = pc_inst.pc[6]

[floorplanning]
fp_util = 0.401
row_count = 359
ios = 34
core_mm2 = 0.956
die_area_mm2 = 0.963
fp.dieH_um = 981
die_width_um = 981

[timing]
finalClockPeriodUsage = 0.223
rsz0062_at_grt = no
drv_slew = 8
finalSetupTns_ns = 0
max_freq_ghz = 0.0232
hold_viol = 0
setup_viol = 0
fin_crit_ns = 43.15
relSlewSlack = -0.166
fin_skew_ns = 0.202
tightestPinTransition_ns = 1.74

[logic_synthesis]
topCellsByArea = edfxtp_1, nand2_1, dfrtp_1
ys_sh_simple = 0.180
syn_area_mm2 = 0.384
postSynthSeqShare = 0.706
logic_family = simple AND/OR/NAND/NOR gates
synth-main-ff-cell = edfxtp_1
yosysChipArea_mm2 = 0.384
ys_warn_count = 0
syn_avg_cell_area_um2 = 11.9
ys_cells = 32200
async_flop_share = 0.109
synth_area_leader_cell = edfxtp_1
edf_count = 8192
synthXorXnorAreaFrac = 0.000978
ys_sh_aoi = 0.0629
synthDistinctLibCells = 120
ys_sh_adder = 0.00277
synthCells = 32200
synth.area.mux_share = 0.0137
synth_flops = 9194
top_cell_area_share = 0.641

[power_and_ir_drop]
p_per_area_mw_per_mm2 = 10.5
p_sw_frac = 0.275
peakVddDrop_uv = 8.85
clockPowerShare = 0.395
power_switching_w = 0.00126
pwr-share-comb = 0.129
seq_power_share = 0.476
leakage_nw = 153
intPower_w = 0.00331

[global_route]
grt_max_degree = 122
antenna_found_initial = 182
gr-total-overflow = 0
grt_pass1_vias = 270000
grt_pass1_wl_um = 2160000
grt_use_total = 0.350

[cells_and_area]
drive_gt1_frac = 0.109
areaGrowthSynthToFinish_pct = 13.4
instances_no_fill = 46100

[place]
place_inst = 44000
routabilityCongestion = 1.05
port_buffers = 30
dp_hpwl_um = 1030000

[routing]
ant_nets = 0
routedWlPerCell_um = 34.2
avgViaCountPerCell = 5.89
vias = 271000
firstDrtPassIters = 10
postRouteWirelength_um = 1580000
first_iter_violations = 24200
drc = 0

[run_status]
violations = capacitance limit, slew limit
status = finished with violations

[worst_hold_path]
min_from = rf_inst.registers[600]
hold_path.class = register to register

[run]
cap_viol_max_count = 2
tool_warnings = 132

## power groups by stage
stage / sequential (W) / combinational (W) / clock, W
after CTS: 0.00218 / 0.000563 / 0.00181
after global routing: 0.00217 / 0.000604 / 0.00189
final: 0.00218 / 0.000591 / 0.00180
## cell usage after synthesis (159+ instances only)
master and instances:
nand2_1 10300, a31oi_1 448, buf_1 269, o21ai_0 638, dfrtp_1 994, buf_4 239, a21oi_1 653, nor3_1 159
nor2_1 560, and3_1 748, mux2i_1 477, clkbuf_1 1086, edfxtp_1 8192, nand3_1 3965, a311oi_1 1004, buf_2 966
## final timing paths
kind | to | cells after the start | slack (ns)
min in group asynchronous | rf_inst.registers[603] | 2 | 38.18
setup reg to reg | rf_inst.registers[91] | 39 | 176.42
setup / recovery | ins[17] | 8 | 150.15
max in group asynchronous | rf_inst.registers[818] | 6 | 151.38
hold / removal | rf_inst.registers[600] | 0 | 0.38
hold reg to reg | rf_inst.registers[600] | 0 | 0.38
## state kept, by name, indices dropped and copies added (netlist names)
name               flops
dram_inst.memory    8192
rf_inst.registers    995
pc_inst.pc             7
## layout by cell type, fill, tap and decap left out, types with 279 or more instances in the layout
cell,Yosys,final
a21oi_1,653,632
a311oi_1,1004,1001
a31oi_1,448,436
and3_1,748,746
buf_4,239,1657
clkbuf_16,0,953
dfrtp_1,994,994
diode_2,0,366
edfxtp_1,8192,8192
mux2i_1,477,474
nand2_1,10300,10200
nand3_1,3965,3961
nor2_1,560,279
o21ai_0,638,624
## area by class of cell
cell class	instances	area, um^2
Timing Repair Buffer	1730	13600
Clock inverter	537	5110
Sequential cell	9194	271000
Tap cell	12600	15800
Clock buffer	1166	24900
Inverter	148	810
Fill cell	83200	521000
Antenna cell	366	916
Multi-Input combinational cell	20300	103000
## kinds of logic (layout without fill, tap and decap cells)
family	count (synthesis)	count (layout)
flops	9194	9194
simple gates	16100	16100
compound gates	3512	3512
xor+xnor	42	42
other cells	2	369
fa+ha+maj	83	83
buf+inv	2756	3581
mux	518	518
## routing by layer
metal,wire length [um],global-route usage
met4,134000,0.224
met3,320000,0.301
met5,9350,0.0832
met2,650000,0.457
met1,464000,0.371
## critical path: cells and delay by family, from the launching register on
kind            cells  cell delay (ns)
buf+inv             4             1.82
compound gates      3             0.80
flops               1             0.33
simple gates        1             0.30
## stage by stage
step / utilization / power (W) / hold slack [ns] / instance area, um^2 / setup WS (ns)
2_1_floorplan: - / 0.00249 / 0.429 / 384000 / 126.46
3_3_place_gp: 0.423 / 0.00278 / 0.364 / 404000 / 150.03
3_5_place_dp: 0.423 / 0.00278 / 0.365 / 404000 / 150.09
4_1_cts: 0.454 / 0.00455 / 0.379 / 434000 / 150.10
5_1_grt: 0.455 / 0.00467 / 0.384 / 435000 / 149.99
6_report: 0.455 / 0.00457 / 0.376 / 435000 / 150.15
Power is estimated from default activity; no workload was simulated.
